<file path="flow/design.v">
`timescale 1ns / 1ps
module andGate
    #(parameter WIDTH = 32)
    (input logic [WIDTH-1:0] d0, d1,
     output logic [WIDTH-1:0] y);
assign y = d1 & d0;
endmodule
</file>
<file path="flow/constraint.sdc">
current_design andGate

set clk_period 1.0
set clk_io_pct 0.2

create_clock -name clk0 -period $clk_period

set non_clock_inputs [all_inputs -no_clocks]
set_input_delay [expr $clk_period * $clk_io_pct] -clock clk0 $non_clock_inputs
set_output_delay [expr $clk_period * $clk_io_pct] -clock clk0 [all_outputs]
</file>
<file path="flow/config.mk">
export PLATFORM = sky130hd
export DESIGN_NAME = andGate
export DESIGN_NICKNAME = andGate
export VERILOG_FILES = /design/flow/design.v
export SDC_FILE = /design/flow/constraint.sdc
export NUM_CORES = 4
export LEC_CHECK = 1
export CORE_AREA = 10 10 70 70
export DIE_AREA = 0 0 80 80
</file>
<file path="flow/run.sh">
#!/bin/bash
# OpenROAD 26Q1-2900-gdf79404cd8, Yosys 0.63+post, stock flow scripts
make -C /OpenROAD-flow-scripts/flow DESIGN_CONFIG=/design/flow/config.mk WORK_HOME=/design/flow/orfs finish
</file>
==> results_slide.txt <==
Key Metrics from the Run

Run status
  • Status: finished clean

Synth
  • Synth Instances: 32
  • Yosys warning total: 0
  • Simple-Gate Area Share: 1.00
  • Main area contributors: and2_1 100%
  • Synthesized-area fraction occupied by adder cells: 0
  • Post-Syn Area: 200 um2
  • Synth Area in XOR/XNOR: 0
  • Yosys Instances: 32
  • Syn_area_per_cell: 6.26 um2
  • Register share after synthesis: 0
  • Top post-synthesis cells by count: 32 x and2_1
  • Synth area leader: and2_1
  • Dominant comb cell: simple AND/OR/NAND/NOR gates
  • Cell Type Count: 1
  • Synthesis area per yosys: between 200 and 250 um2
  • Yosys aoi share: 0
  • Synth mux share: 0
  • Count leader, synth: and2_1
  • Synth top area share: 1.00

Placement
  • Port bufs: roughly 96
  • DP HPWL: 2.21 mm
  • Routability cong.: 0.802
  • Area after detailed placement: 0.00122 mm2
  • Placed cells: 174
  • Worst slack at placement: -0.469 ns

Timing
  • Final Slew Violations: 0
  • RSZ-0062 raised after global routing: no
  • Peak Freq: about 1100 MHz
  • Worst rel slew slack: 0.960
  • Period utilization: 0.893
  • Min setup slack post-route: around 0.11 ns
  • Minimum clock period: 0.893 ns
  • Tightest Pin Transition: 0.0604 ns
  • Endpoints failing hold: 0
  • Final setup viols: 0
  • Worst hold slack: 0.763 ns
  • TNS Setup: 0 ns

Layout
  • Storage element area: 0 um2
  • Flop Count: 0
  • Clock buffer count: 0
  • Finished Layout Cells: 174
  • Fillers: 430
  • Fin util: 0.286
  • Share of cells above drive strength 1: 0.250
  • Post-route design area: 978 um2
  • Layout area overhead: 389%

Global routing
  • Gr usage total: 0.0630
  • Initial antenna violation count: 0
  • First-pass GRT wire length: 3.34 mm
  • Largest net degree at the start of global routing: 2
  • Number of global-route vias before repair: 656
  • Total grt overflow: 0

Detailed routing
  • DR vias/cell: 3.27
  • Mean routed wirelength per cell: approximately 13 um
  • DRC: 0
  • Metal3 WL: roughly 310 um
  • Met1 wire length: 703 um
  • Max layer used: met3
  • Post-route ant nets: 0
  • DR pass1 iterations: 2
  • Vias: around 570
  • Final WL: 2.21 mm
  • Antenna cells: 0
  • Drt initial violations: 1
  • WL met2: 1.19 mm

Flow run
  • Tool Warnings: 32
  • Max Cap Viol: 0

Floorplan
  • CORE AREA: 0.00342 mm2
  • Die Y: 80 um
  • Total die size: 0.00640 mm2
  • Row count: 21
  • Die width: 80 um
  • Pre-Place Util: 0.0586
  • Io pins: between 90 and 100

Hold path
  • Hold crit path type: input pin to primary output

Worst setup path
  • Largest stage delay on the critical path: 0.23 ns
  • CP Class: input pin to primary output
  • CP required: 0.80 ns
  • Crit path DAT: 0.69 ns
  • Crit-path cells: dlygate4sd2_1 > and2_1 > buf_2
  • Slowest-stage cell, CP: dlygate4sd2_1
  • Crit end category: primary output
  • CP startpoint kind: input pin
  • Critical path peak fanout: 1
  • CP bufs+invs: 2
  • Kind of cell adding the most delay to the critical path: buffers and inverters

Clock network
  • Postcts setup bufs: 0

Power and ir drop
  • Pwr/cell area: around 250 mW/mm2
  • LEAKAGE: 0.575 nW
  • Peak supply drop: 0.0000633 V
  • Total power: ~0.25 mW
worst min-delay path, stage by stage:
cell and delay, ns:
dlygate4sd2_1 0.18, and2_1 0.10, buf_2 0.08
power by group:
part / leakage [nW] / total, mW / internal [mW] / switching (mW)
registers: 0 / 0 / 0 / 0
logic: 0.575 / 0.247 / 0.198 / 0.0491
clock network: 0 / 0 / 0 / 0
what timing repair did:
action,in CTS,in global routing
resized,163,0
endpoints found under the setup margin,32,0
hold buffers,0,0
logic make-up after synthesis:
logic type       after synthesis
and+or+nand+nor               32
path summary, 6_finish.rpt:
kind | startpoint | slack (ns) | endpoint | cells after the start
worst max-delay path | d0[26] | 0.11 | y[26] | 3
worst min-delay path | d1[11] | 0.76 | y[11] | 3
routing by layer:
metal | vias up | track usage
met3 | 0 | 0.0352
met4 | 0 | 0
met1 | 238 | 0.0593
met5 | - | 0
li1 | 288 | -
met2 | 43 | 0.122
cell type report:
type / count / area, um2 / area share
timing repair buffer: 96 / 721 / 0.737
multi-input combinational: 32 / 200 / 0.205
tap: 46 / 57.6 / 0.0588
cells in the final DEF (no fill, tap or decap):
| cell type | instances |
|---|---|
| buf_2 | 32 |
| dlygate4sd2_1 | 64 |
| and2_1 | 32 |
Power is estimated from default activity; no workload was simulated.
